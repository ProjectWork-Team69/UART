==> design.v <==
`timescale 1ns / 1ps
module RX_uart(
    input clk,  
    input rst_n, rx,  
    input [2:0] baud_sel,  
    output reg valid,    
    output reg [7:0] data  
    );
    wire [15:0]baud_rx ;
    baud_rx_gen bg (
        .baud_sel(baud_sel),  
        .baud_rx(baud_rx)
    );
    parameter   IDLE = 2'b00,
                START = 2'b01,
                DATA_BITS = 2'b10,
                STOP = 2'b11;
    reg [1:0] state;  
    reg [3:0] bit_index;     
    reg [7:0] recieved_data;     
    reg [15:0] count;     
    always @(posedge clk or negedge rst_n) begin
        if (!rst_n) begin
            state <= IDLE;
            count <= 0;
            bit_index <= 0;
            valid <= 0;
            recieved_data <= 0;
        end
        else begin
            valid <= 0;  
            case (state)
                IDLE: begin
                    bit_index <= 0;
                    count <= 0;
                    if (rx == 0) begin
                        state <= START;
                        count <= 1'b1;
                    end
                end
                START: begin
                    count <= count + 1'b1;
                    if (count == (baud_rx/2)) begin  
                        if (rx == 1) state <= IDLE;
                    end
                    else if (count >= baud_rx - 1) begin
                        state <= DATA_BITS;
                        count <= 0;
                    end
                end
                DATA_BITS: begin
                    count <= count + 1;
                    if (count == (baud_rx/2))
                        recieved_data[bit_index] <= rx;  
                    if (count >= baud_rx - 1) begin
                        count <= 0;
                        if (bit_index < 7)
                            bit_index <= bit_index + 1;
                        else begin
                            state <= STOP;
                            bit_index <= 0;
                        end
                    end
                end
                STOP: begin
                    count <= count + 1;
                    if (count == (baud_rx/2)) begin
                        if (rx == 1) begin  
                            data <= recieved_data;
                        end
                    end
                    if (count >= baud_rx - 1) begin
                        state <= IDLE;
                        count <= 0;
                        valid <= 1;
                    end
                end
            endcase
        end
    end
endmodule
module baud_rx_gen (
    input  wire [2:0] baud_sel,   
    output reg  [15:0]     baud_rx     
);
    always @(*) begin
        case (baud_sel)
            3'b000: baud_rx = 16'd5208;   
            3'b001: baud_rx = 16'd2604;   
            3'b010: baud_rx = 16'd1302;    
            3'b011: baud_rx = 16'd868;    
            3'b100: baud_rx = 16'd434;    
            default: baud_rx = 16'd5208;  
        endcase
    end
endmodule
==> run.sh <==
#!/bin/bash
# OpenROAD 26Q1-2900-gdf79404cd8, Yosys 0.63+post, stock flow scripts
make -C /OpenROAD-flow-scripts/flow DESIGN_CONFIG=/design/flow/config.mk WORK_HOME=/design/flow/orfs finish
==> config.mk <==
export PLATFORM = sky130hd
export DESIGN_NAME = RX_uart
export DESIGN_NICKNAME = RX_uart
export VERILOG_FILES = /design/flow/design.v
export SDC_FILE = /design/flow/constraint.sdc
export NUM_CORES = 4
export LEC_CHECK = 1
export CORE_UTILIZATION = 50
==> constraint.sdc <==
current_design RX_uart

set clk_period 3.9
set clk_io_pct 0.2

create_clock -name clk0 -period $clk_period [get_ports {clk}]

set non_clock_inputs [all_inputs -no_clocks]
set_input_delay [expr $clk_period * $clk_io_pct] -clock clk0 $non_clock_inputs
set_output_delay [expr $clk_period * $clk_io_pct] -clock clk0 [all_outputs]
==> flow_metrics.env <==
# physical design summary
export IMPL_drt_drc_violations_left=0
export IMPL_fin_skew_ns=0.00542
export IMPL_layout_area_comb_um2=1430
export IMPL_finish_utilization=0.591
export IMPL_htree_levels=2
export IMPL_final_layout_size_suffix_gt1_frac=0.140
export IMPL_fin_cells=370
export IMPL_power_frac_seq=0.461
export IMPL_cp_launch_type="input port"
export IMPL_synth_cell_area_um2=2650
export IMPL_tritoncts="built"
export IMPL_path_max_fanout=10
export IMPL_gp_congestion=0.895
export IMPL_io_pins=15
export IMPL_crit_path_start="baud_sel[0]"
export IMPL_worstHoldPathType="flop to flop"
export IMPL_setup_violations_final=0
export IMPL_ant_nets=0
export IMPL_die_height_um=74.8
export IMPL_tritoncts_num_buffers=5
export IMPL_maximum_number_of_pins_on_one_net_before_global_route_repair=34
export IMPL_power_leakage_nw=1.28
export IMPL_postCtsSetupBuffers=0
export IMPL_p_clk_frac=0.191
export IMPL_critPathCaptureType="flop"
export IMPL_warning_count=29
export IMPL_total_power_w=0.00138
export IMPL_final_max_slew_viol_count=0
export IMPL_synthesis_yosys_warnings=2
export IMPL_synth_ff_latch_count=41
export IMPL_count_of_different_cell_masters_after_synthesis=56
export IMPL_insertion_delay_ns=0.29
export IMPL_proportion_of_synthesized_flip_flops_having_asynchronous_set_or_reset=0.805
export IMPL_chipWidth_um=74.8
export IMPL_area_growth_pct=14.0
export IMPL_power_per_cell_area_nw_per_um2=458
export IMPL_hp_start="recieved_data[4]"
export IMPL_critical_path_slowest_cell="sky130_fd_sc_hd__clkdlybuf4s50_1"
export IMPL_route_antenna_diode_count=0
export IMPL_timing_slew_headroom=0.612
export IMPL_required_ns=4.12
export IMPL_grt_pass1_wl_mm=8.88
export IMPL_synth_avg_cell_area_um2=9.66
export IMPL_detail_route_first_pass_iterations=4
export IMPL_timing_critical_path_buf_inv=4
export IMPL_final_min_clock_period_ns=3.48
export IMPL_share_of_the_clock_period_used_by_the_worst_path=0.892
export IMPL_ys_chip_area_um2=2650
export IMPL_wire_per_inst_um=14.2
export IMPL_grt_overflow_total=0
export IMPL_kind_of_critical_path="input port to flop"
export IMPL_cp_endpoint="count[12]"
export IMPL_crit_reg2reg_launch="count[14]"
export IMPL_worst_endpoint_arrival_ns=3.70
export IMPL_grt_util_all_layers=0.213
export IMPL_timing_final_ws_setup_ns=0.423
export IMPL_clock_sinks=41
export IMPL_clk_transition_reported_paths_ns=0.08
export IMPL_antenna_found_initial=0
export IMPL_post_route_wl_mm=5.26
export IMPL_switching_share=0.383
export IMPL_number_of_enable_type_register_cells_in_the_synthesized_netlist=8
export IMPL_max_clock_path_buffers=2
export IMPL_first_global_vias=1799
export IMPL_finalHoldViolCount=0
export IMPL_die_area_um2=5590
export IMPL_drtIter0Drc=104
export IMPL_post_dp_hpwl_mm=4.06
export IMPL_max_slew_worst_pin_slew_ns=0.577
export IMPL_preCtsSetupSlack_ns=-0.0534
export IMPL_vias_per_cell=5.50
export IMPL_filler_cell_count=456
export IMPL_cts_root_buffer_cell="sky130_fd_sc_hd__clkbuf_8"
export IMPL_place_detailed_instances=362
export IMPL_clock_fmax_ghz=0.288
export IMPL_cpPeakStageDelay_ns=0.48
export IMPL_port_buffers=14
export IMPL_rsz0062_at_grt="no"
export IMPL_synthCells=274
export IMPL_via_count_of_the_routed_design=2034
export IMPL_placementRows=26
export IMPL_synth_seq_share=0.403
export IMPL_setup_reg_to_reg_worst_slack_ns=1.33
export IMPL_placeable_area_um2=5110
export IMPL_regToRegEndpoint="recieved_data[0]"
export IMPL_path_delay_family="AND-OR/OR-AND gates"
export IMPL_pwr_share_comb=0.348
export IMPL_crit_chain="clkdlybuf4s50_1 > nor2_2 > buf_4 > xor2_1 > inv_1 > ha_1 > a21o_1 > a2111oi_0 > o21ai_0 > a31o_2 > nor2_1 > a21oi_2 > buf_4 > nor2_1"
export IMPL_core_density_at_floorplan=0.518
export IMPL_max_vdd_ir_drop_mv=0.288
export IMPL_ff_latch_area_um2=1070
export IMPL_yosys_cells=274
export IMPL_max_cap_violations=0
export IMPL_whs_ns=0.457
export IMPL_p_switching_w=0.000529
export IMPL_p_int_w=0.000853
export IMPL_run_status="finished, final reports clean"
export IMPL_worst_r2r_path_depth=7
export IMPL_ff_type="sky130_fd_sc_hd__dfrtp_1"
export IMPL_worst_path_stages=14
[sequential cells by signal, summed over array words and instances (netlist names)]
signal and count:
count 16, data 8, recieved_data 8, bit_index 4, state 4, valid 1
[layout make-up]
type                            count  area share
Clock buffer                        5      0.0228
Clock inverter                      3     0.00580
Inverter                           17      0.0211
Multi-Input combinational cell    201       0.474
Sequential cell                    41       0.354
Tap cell                           70      0.0290
Timing Repair Buffer               33      0.0937
[worst min-delay path by stage]
stage,to,cells after the start,slack (ns)
after CTS,data[6],0,0.46
after global routing,data[2],0,0.48
final,data[4],0,0.46
[worst register-to-register path, delay by kind of cell (launching register included)]
family          cells  cell delay (ns)
mux                 1             0.33
flops               1             0.41
simple gates        3             0.77
compound gates      3             0.95
[stage by stage]
stage          cell area, um^2  setup TNS, ns
2_1_floorplan             2650              0
3_3_place_gp              2930              0
3_5_place_dp              2930         -0.306
4_1_cts                   3010              0
5_1_grt                   3020              0
6_report                  3020              0
[layer usage]
metal,part of all wire,GRT usage,vias to the layer above
met1,0.53,0.367,955
met2,0.41,0.301,34
met5,0,0,-
met3,0.043,0.0326,7
met4,0.0097,0.0210,0
li1,-,-,1038
[cells in the final DEF (no fill, tap or decap), types with 3 or more instances in the layout]
cell / instances
sky130_fd_sc_hd__nor2_1: 23
sky130_fd_sc_hd__mux2i_1: 3
sky130_fd_sc_hd__nand4_1: 11
sky130_fd_sc_hd__xor2_1: 6
sky130_fd_sc_hd__nand2b_1: 3
sky130_fd_sc_hd__o31ai_1: 3
sky130_fd_sc_hd__inv_1: 17
sky130_fd_sc_hd__o22ai_1: 3
sky130_fd_sc_hd__clkdlybuf4s50_1: 14
sky130_fd_sc_hd__a21o_1: 3
sky130_fd_sc_hd__nor4_1: 5
sky130_fd_sc_hd__a31oi_1: 3
sky130_fd_sc_hd__xnor2_1: 13
sky130_fd_sc_hd__nand3_1: 16
sky130_fd_sc_hd__ha_1: 20
sky130_fd_sc_hd__nor3_1: 4
sky130_fd_sc_hd__buf_4: 19
sky130_fd_sc_hd__a21oi_1: 11
sky130_fd_sc_hd__nand3b_1: 4
sky130_fd_sc_hd__o21ai_0: 11
sky130_fd_sc_hd__nand2_1: 16
sky130_fd_sc_hd__o2bb2ai_1: 6
sky130_fd_sc_hd__edfxtp_1: 8
sky130_fd_sc_hd__dfrtp_1: 32
sky130_fd_sc_hd__clkbuf_8: 5
[Yosys cell counts, drive strengths merged, types with 2 or more instances]
cell type  instances  area share
dfrtp             32        0.30
nor2              24       0.035
ha                20       0.095
inv               17       0.024
nand2             16       0.023
nand3             16       0.030
xnor2             13       0.043
a21oi             12       0.023
o21ai             12       0.023
nand4             11       0.026
clkbuf             9       0.013
edfxtp             8       0.091
buf                6       0.021
nor4               6       0.017
o2bb2ai            6       0.020
o31ai              6       0.026
xor2               6       0.020
nand3b             5       0.019
nor3               5       0.011
nand2b             4       0.010
a21o               3      0.0085
a31oi              3      0.0071
mux2i              3       0.011
o22ai              3      0.0071
and3               2      0.0047
conb               2      0.0028
mux2               2      0.0085
nand4b             2      0.0066
or2                2      0.0047
[power groups by stage]
stage	combinational [W]	clock [W]	sequential [W]
after CTS	0.000479	0.000273	0.000638
after global routing	0.000550	0.000291	0.000656
final	0.000481	0.000264	0.000638
[what timing repair did]
item,in CTS,in global routing
gates resized,0,1
hold buffers,0,0
hold endpoints to repair,0,0
setup endpoints to repair,0,6
[cells by family (layout without fill, tap and decap cells)]
kind of cell / after synthesis / count (layout) / synth area share
xor gates and xnor gates: 19 / 19 / 0.0629
and+or+nand+nor: 99 / 99 / 0.208
AOI/OAI and AO/OA: 56 / 56 / 0.151
DFF: 41 / 41 / 0.403
other: 2 / 2 / 0.00284
adders and majority gates: 20 / 20 / 0.0946
buffers and inverters: 32 / 58 / 0.0577
muxes: 5 / 5 / 0.0199
