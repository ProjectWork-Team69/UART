===== config.mk =====
export PLATFORM = sky130hd
export DESIGN_NAME = uart_axil_wrap
export DESIGN_NICKNAME = uart_axil_wrap
export VERILOG_FILES = /design/flow/design.v
export SDC_FILE = /design/flow/constraint.sdc
export NUM_CORES = 4
export LEC_CHECK = 1
export CORE_UTILIZATION = 30

===== constraint.sdc =====
current_design uart_axil_wrap

set clk_period 2.2
set clk_io_pct 0.2

create_clock -name clk0 -period $clk_period [get_ports {clk}]

set non_clock_inputs [all_inputs -no_clocks]
set_input_delay [expr $clk_period * $clk_io_pct] -clock clk0 $non_clock_inputs
set_output_delay [expr $clk_period * $clk_io_pct] -clock clk0 [all_outputs]

===== design.v =====
`timescale 1ns / 1ps
module uart_axil_wrap #
(
    parameter ADDR_WIDTH = 32,     
    parameter DATA_WIDTH = 32      
)
(
    input wire clk,
    input wire rstn,
    input wire [ADDR_WIDTH-1:0] s_axil_awaddr,
    input wire s_axil_awvalid,
    output wire s_axil_awready,
    input wire [DATA_WIDTH-1:0] s_axil_wdata,
    input wire s_axil_wvalid,
    output wire s_axil_wready,
    output wire [1:0] s_axil_bresp,
    output wire s_axil_bvalid,
    input wire s_axil_bready,
    input wire [ADDR_WIDTH-1:0] s_axil_araddr,
    input wire s_axil_arvalid,
    output wire s_axil_arready,
    output wire [DATA_WIDTH-1:0] s_axil_rdata,
    output wire [1:0] s_axil_rresp,
    output wire s_axil_rvalid,
    input wire s_axil_rready,
    output wire [7:0] uart_tx_data,
    output wire uart_tx_start,
    input wire [7:0] uart_rx_data,
    input wire uart_rx_valid,
    input wire uart_tx_busy
);
localparam ADDR_TX_DATA = 32'h0000_0000;
localparam ADDR_RX_DATA = 32'h0000_0004;
localparam ADDR_STATUS  = 32'h0000_0008;
localparam ADDR_BAUD_SEL = 32'h0000_000C;
localparam [1:0] STATE_IDLE_WR = 2'd0,
                 STATE_DATA_WR = 2'd1,
                 STATE_RESP_WR = 2'd2;
localparam [1:0] STATE_IDLE_RD = 2'd0,
                 STATE_DATA_RD = 2'd1,
                 STATE_RESP_RD = 2'd2;
reg [1:0] state_wr_reg, state_wr_next;
reg s_axil_awready_reg, s_axil_awready_next;
reg s_axil_wready_reg, s_axil_wready_next;
reg [1:0] s_axil_bresp_reg, s_axil_bresp_next;
reg s_axil_bvalid_reg, s_axil_bvalid_next;
reg [1:0] state_rd_reg, state_rd_next;
reg s_axil_arready_reg, s_axil_arready_next;
reg [DATA_WIDTH-1:0] s_axil_rdata_reg, s_axil_rdata_next;
reg [1:0] s_axil_rresp_reg, s_axil_rresp_next;
reg s_axil_rvalid_reg, s_axil_rvalid_next;
reg [7:0] uart_tx_data_reg, uart_tx_data_next;
reg uart_tx_start_reg, uart_tx_start_next;
reg [2:0] reg_baud_sel, reg_baud_sel_next;
reg uart_rx_valid_reg, uart_rx_valid_next;
reg rx_data_clear_next;
reg [ADDR_WIDTH-1:0] s_axil_awaddr_latched_reg, s_axil_awaddr_latched_next;
reg [ADDR_WIDTH-1:0] s_axil_araddr_latched_reg, s_axil_araddr_latched_next;
assign s_axil_awready = s_axil_awready_reg;
assign s_axil_wready = s_axil_wready_reg;
assign s_axil_bresp = s_axil_bresp_reg;
assign s_axil_bvalid = s_axil_bvalid_reg;
assign s_axil_arready = s_axil_arready_reg;
assign s_axil_rdata = s_axil_rdata_reg;
assign s_axil_rresp = s_axil_rresp_reg;
assign s_axil_rvalid = s_axil_rvalid_reg;
assign uart_tx_data = uart_tx_data_reg;
assign uart_tx_start = uart_tx_start_reg;
always @* begin
    state_wr_next = state_wr_reg;
    s_axil_awready_next = 1'b0;
    s_axil_wready_next = 1'b0;
    s_axil_bresp_next = s_axil_bresp_reg;
    s_axil_bvalid_next = s_axil_bvalid_reg && !s_axil_bready;
    uart_tx_data_next = uart_tx_data_reg;
    uart_tx_start_next = 1'b0;
    reg_baud_sel_next = reg_baud_sel;
    s_axil_awaddr_latched_next = s_axil_awaddr_latched_reg;
    case (state_wr_reg)
        STATE_IDLE_WR: begin
            s_axil_awready_next = 1'b1;
            if (s_axil_awvalid && s_axil_awready) begin
                s_axil_awready_next = 1'b0;
                s_axil_awaddr_latched_next = s_axil_awaddr;
                state_wr_next = STATE_DATA_WR;
            end
        end
        STATE_DATA_WR: begin
            s_axil_wready_next = 1'b1;
            if (s_axil_wvalid && s_axil_wready) begin
                s_axil_wready_next = 1'b0;
                case (s_axil_awaddr_latched_reg)
                    ADDR_TX_DATA: begin
                        uart_tx_data_next = s_axil_wdata[7:0];
                        uart_tx_start_next = 1'b1;
                    end
                    ADDR_BAUD_SEL: begin
                        reg_baud_sel_next = s_axil_wdata[2:0];
                    end
                    default: begin
                        s_axil_bresp_next = 2'b10;  
                    end
                endcase
                state_wr_next = STATE_RESP_WR;
            end
        end
        STATE_RESP_WR: begin
            s_axil_bvalid_next = 1'b1;
            if (s_axil_bready) begin
                s_axil_bvalid_next = 1'b0;
                state_wr_next = STATE_IDLE_WR;
            end
        end
    endcase
end
always @(posedge clk) begin
    if (!rstn) begin
        state_wr_reg <= STATE_IDLE_WR;
        s_axil_awready_reg <= 1'b0;
        s_axil_wready_reg <= 1'b0;
        s_axil_bresp_reg <= 2'b00;
        s_axil_bvalid_reg <= 1'b0;
        uart_tx_data_reg <= 8'b0;
        uart_tx_start_reg <= 1'b0;
        reg_baud_sel <= 3'b0;
        s_axil_awaddr_latched_reg <= 0;
    end else begin
        state_wr_reg <= state_wr_next;
        s_axil_awready_reg <= s_axil_awready_next;
        s_axil_wready_reg <= s_axil_wready_next;
        s_axil_bresp_reg <= s_axil_bresp_next;
        s_axil_bvalid_reg <= s_axil_bvalid_next;
        uart_tx_data_reg <= uart_tx_data_next;
        uart_tx_start_reg <= uart_tx_start_next;
        reg_baud_sel <= reg_baud_sel_next;
        s_axil_awaddr_latched_reg <= s_axil_awaddr_latched_next;
    end
end
always @* begin
    state_rd_next = state_rd_reg;
    s_axil_arready_next = 1'b0;
    s_axil_rdata_next = s_axil_rdata_reg;
    s_axil_rresp_next = s_axil_rresp_reg;
    s_axil_rvalid_next = s_axil_rvalid_reg && !s_axil_rready;
    s_axil_araddr_latched_next = s_axil_araddr_latched_reg;
    rx_data_clear_next = 1'b0;
    case (state_rd_reg)
        STATE_IDLE_RD: begin
            s_axil_arready_next = 1'b1;
            if (s_axil_arvalid && s_axil_arready) begin
                s_axil_arready_next = 1'b0;
                s_axil_araddr_latched_next = s_axil_araddr;
                state_rd_next = STATE_DATA_RD;
            end
        end
        STATE_DATA_RD: begin
            case (s_axil_araddr_latched_reg)
                ADDR_RX_DATA: begin
                    s_axil_rdata_next = uart_rx_data;
                    s_axil_rresp_next = 2'b00;
                    rx_data_clear_next = 1'b1;
                end
                ADDR_STATUS: begin
                    s_axil_rdata_next = {30'b0, uart_rx_valid, uart_tx_busy};
                    s_axil_rresp_next = 2'b00;
                end
                ADDR_BAUD_SEL: begin
                    s_axil_rdata_next = {29'b0, reg_baud_sel};
                    s_axil_rresp_next = 2'b00;
                end
                default: begin
                    s_axil_rdata_next = 0;
                    s_axil_rresp_next = 2'b10;
                end
            endcase
            s_axil_rvalid_next = 1'b1;
            state_rd_next = STATE_RESP_RD;
        end
        STATE_RESP_RD: begin
            s_axil_rvalid_next = 1'b1;
            if (s_axil_rready) begin
                s_axil_rvalid_next = 1'b0;
                state_rd_next = STATE_IDLE_RD;
            end
        end
    endcase
end
always @(posedge clk) begin
    if (!rstn) begin
        state_rd_reg <= STATE_IDLE_RD;
        s_axil_arready_reg <= 1'b0;
        s_axil_rdata_reg <= 0;
        s_axil_rresp_reg <= 2'b00;
        s_axil_rvalid_reg <= 1'b0;
        s_axil_araddr_latched_reg <= 0;
        uart_rx_valid_reg <= 1'b0;
    end else begin
        state_rd_reg <= state_rd_next;
        s_axil_arready_reg <= s_axil_arready_next;
        s_axil_rdata_reg <= s_axil_rdata_next;
        s_axil_rresp_reg <= s_axil_rresp_next;
        s_axil_rvalid_reg <= s_axil_rvalid_next;
        s_axil_araddr_latched_reg <= s_axil_araddr_latched_next;
        if (rx_data_clear_next) begin
            uart_rx_valid_reg <= 1'b0;
        end else if (uart_rx_valid) begin
            uart_rx_valid_reg <= 1'b1;
        end
    end
end
endmodule

===== run.sh =====
#!/bin/bash
# OpenROAD 26Q1-2900-gdf79404cd8, Yosys 0.63+post, stock flow scripts
make -C /OpenROAD-flow-scripts/flow DESIGN_CONFIG=/design/flow/config.mk WORK_HOME=/design/flow/orfs finish

==> GITHUB_STEP_SUMMARY <==
## Implementation flow summary

| Metric | Value |
|---|---|
| Run status | `finished, final reports clean` |
| Number of global-route vias before repair | `around 3000` |
| Floorplan die width | `approximately 120 microns` |
| Post-CTS setup repair buffer count | `0` |
| Top Ports | `between 150 and 200` |
| Synthesized area per cell | `8.67 sq um` |
| Area reported by Yosys stat | `a little over 4000 sq um` |
| Global-route wire length before repair | `about 15 mm` |
| Signal arrival time at the worst endpoint | `1.96 ns` |
| Number of cells produced by synthesis | `464` |
| Detailed-route wire length | `slightly below 9 mm` |
| Latency at later pin | `0.34 ns` |
| Main logic family | `simple AND/OR/NAND/NOR gates` |
| Layout cell share with drive strength beyond 1 | `under 10%` |
| Sequential standard cell area | `approximately 1900 sq um` |
| Power density over cell area | `around 700 nW/um^2` |
| Number of filler cells placed in the layout | `about 1200` |
| Biggest area consumer among synthesized cells | `dfxtp_1` |
| Number of enable flip-flop cells | `0` |
| Top flip-flop cell by instance count after synthesis | `dfxtp_1` |
| Initial drt markers | `roughly 140` |
| Max-cap violation count | `0` |
| Pre-Repair DR Iteration Count | `4` |
| Setup WS pre-CTS | `~0.15 ns` |
| Final routed DRC violation total | `0` |
| H-tree level count | `3` |
| Share of Yosys cell area claimed by the top area cell type | `about 48%` |
| Number of buffers added by the clock tree synthesis step | `9` |
| Number of clock sinks seen by CTS | `slightly below 100` |
| Unique cell type count in the Yosys netlist | `39` |
| Leakage power total | `1.97 nW` |
| Path type of the worst setup path | `flip-flop to flip-flop` |
| Area Growth Syn to Fin | `37.4%` |
| Number of placement rows | `around 41` |
| Post-Route Hold Slack | `between 0.4 and 0.5 ns` |
| Share of synthesized area occupied by flip-flops and latches | `48.2%` |
| Sort of element at the start of the critical path | `flip-flop` |
| Final ANT Viol Nets | `0` |
| Max Clk Rate | `591 MHz` |
| Final tally of setup violations | `0` |
| Clock Pin Slew Worst Setup and Hold Paths | `around 0.06 ns` |
| Gr ovfl total | `0` |
| WL/cell | `roughly 12 microns` |
| GR Util All Layers | `around an eighth` |
| TritonCTS clock tree | `built` |
| Post-synthesis compound-gate area fraction | `roughly 15%` |
| Count leader, synth | `nand2_1` |
| Crit path time final | `around 1.7 ns` |
| Ratio of routed vias to standard cells | `approximately 4.4` |
| Area of the die | `~14000 sq um` |
| Inserted Diodes | `0` |
| Die extent in y | `roughly 120 microns` |
| Synth warn | `1` |
| Post-route setup TNS | `0 ns` |
| Most area-consuming cells after synthesis | `dfxtp_1 (48%), nand2_1 (15%), a21boi_1 (7.5%)` |
| Core utilization at floorplan | `approximately a third` |
| CTS max path bufs | `2` |
| Fraction of synthesized cell area in xor and xnor cells | `less than 1%` |
| Kind of end point of the critical path | `flip-flop` |
| Post-route clock skew | `approximately 0.008 ns` |
| Total cells reported by yosys after synthesis | `~460` |
| Largest fanout on the critical path | `8` |
| Buffer cell driving the clock tree root | `clkbuf_16` |
| Pin count of the biggest net entering global routing | `about 58` |
| RSZ-0062 raised after global routing | `false` |
| Tightest Hold Check Type | `flip-flop to flip-flop` |
| Core footprint | `12800 sq um` |
| Area used by multi-input combinational logic | `1870 sq um` |
| Yosys reg bits | `around 97` |
| Count of hold-fix buffers inserted at cts | `0` |
| Final max-slew violation count | `0` |
| Share of async-settable or async-resettable flops after synthesis | `0%` |
| Area fraction in and, or, nand and nor cells | `approximately a quarter` |
| CTS resizes | `0` |
| Tcrit/Tclk final | `between 70 and 80%` |
| Mapped cell area | `a little over 4000 sq um` |
| Number of vias after detailed routing | `between 3000 and 4000` |
| Initial antenna violation count | `0` |
| CP required | `2.47 ns` |
| Portion of netlist area occupied by mux cells | `under 10%` |
| Adder Share, Synth | `0%` |
| Setup slack after layout | `0.509 ns` |
| Post-detail-place hpwl | `about 6.4 mm` |
| Worst vdd ir | `~410 uV` |
| Number of buffers added on ports | `around 110` |
| Commonest cells in the netlist | `nand2_1 (158), dfxtp_1 (97), a21boi_1 (40), buf_4 (26), clkbuf_1 (26)` |
| Routability-driven placement congestion ratio | `0.796` |
| Final count of hold timing violations | `0` |
| Tool warning count | `between 40 and 50` |
cell type report:
class | instances | share of cell area (%)
Sequential cell | 97 | 35.1
Multi-Input combinational cell | 337 | 33.7
Timing Repair Buffer | 120 | 21.5
Clock buffer | 10 | 4.14
Tap cell | 172 | 3.89
Clock inverter | 5 | 1.47
Inverter | 2 | 0.136
cells in the final DEF (no fill, tap or decap), types with 2 or more instances in the layout:
master           instances
clkbuf_16                9
nor3_1                   3
nor4_1                   6
a22oi_1                  2
nand4_1                  2
nand3b_1                 2
mux2i_1                 12
a21oi_1                  5
bufinv_16                2
clkdlybuf4s50_1        111
o21a_1                   3
nand2_1                158
nor2_1                   6
and3_1                   2
dfxtp_1                 97
nor2b_1                  7
buf_4                    7
mux2_1                   2
a21boi_1                40
a21boi_0                25
o21ai_1                  5
nor4b_2                  2
conb_1                  26
nor4_2                   7
nand3_1                  8
inv_1                    2
routing by layer:
metal  vias to the layer above  global-route usage (%)  share of wire, %
li1                       1697                       -                 -
met1                      1455                    20.6                51
met2                        92                    19.0                42
met3                        11                    2.96               5.8
met4                         0                    1.60               1.5
met5                         -                       0                 0
through the flow:
stage          utilization [%]  total power [W]  area (sq um)  cells
3_3_place_gp              40.7          0.00228          5220    728
2_1_floorplan                -          0.00209          4120    489
4_1_cts                   43.1          0.00392          5530    743
3_5_place_dp              40.7          0.00228          5220    728
5_1_grt                   43.1          0.00404          5530    743
6_report                  43.1          0.00386          5530    743
power breakdown:
part	switching (W)	total [W]	internal, W	leakage, nW
clock network	0.000634	0.00162	0.000989	0.149
registers	0.0000319	0.00184	0.00180	0.786
logic	0.000164	0.000401	0.000237	1.03
path summary, 6_finish.rpt:
check,slack (ns),to,from,cells past startpoint
min reg2reg,0.45,s_axil_rdata_reg[7],s_axil_rdata_reg[7],2
max reg2reg,0.51,uart_tx_data_reg[1],s_axil_awaddr_latched_reg[11],5
min,0.45,s_axil_rdata_reg[7],s_axil_rdata_reg[7],2
max,0.51,uart_tx_data_reg[1],s_axil_awaddr_latched_reg[11],5
critical path, cell delays in order, from the launching register on:
cell     delay [ns]
dfxtp_1        0.32
nor4_2         0.43
nand4_4        0.20
nor4b_2        0.24
buf_4          0.23
mux2i_1        0.19
logic make-up (layout without fill, tap and decap cells):
logic type | Yosys count | after routing
flip-flops | 97 | 97
other | 1 | 26
AND/OR/NAND/NOR | 212 | 212
buffers and inverters | 55 | 137
multiplexers | 14 | 14
AND-OR/OR-AND | 84 | 84
XOR/XNOR | 1 | 1
Power figures rest on the tool's default switching activity, not on a simulated workload.
