--- design/flow/config.mk ---
export PLATFORM = sky130hd
export DESIGN_NAME = controller
export DESIGN_NICKNAME = controller
export VERILOG_FILES = /design/flow/design.v
export SDC_FILE = /design/flow/constraint.sdc
export NUM_CORES = 4
export LEC_CHECK = 1
export CORE_UTILIZATION = 40
--- design/flow/design.v ---
`timescale 1ns / 1ps
module controller(
    input wire      clk,
    input wire      rst_n,
    input wire      fifo_en,
        input wire  [8:0]   rx_data,
        input wire  [2:0]   rx_error,
        input wire          rx_valid,
        input wire          rx_done,
        output reg          rx_ready,
        output wire         rx_fifo_empty,
        output wire         rx_fifo_full,
        input wire          tx_ready,
        input wire          start,
        input wire          tx_idle,
        output reg          tx_start,
        output reg  [8:0]   tx_data,
        output reg          tx_valid,
        output wire         tx_fifo_empty,
        output wire         tx_fifo_full,
        input wire          rx_ready_axi,
        output reg          rx_valid_axi,
        output reg  [31:0]   rx_data_axi,
        input wire          tx_valid_axi,
        input wire  [31:0]  tx_data_axi,
        output reg          tx_ready_axi
);
    reg rx_fifo_wr_en, rx_fifo_rd_en;
    reg [15:0] rx_fifo_wr_data;
    reg tx_fifo_wr_en, tx_fifo_rd_en;
    reg [15:0] tx_fifo_wr_data;
    wire [15:0] rx_fifo_rd_data;
    wire [15:0] tx_fifo_rd_data;
    sync_fifo #(
        .DATA_WIDTH(16),
        .DEPTH(16)
    ) rx_fifo (
        .clk(clk),
        .reset_n(rst_n),
        .wr_en(rx_fifo_wr_en),
        .rd_en(rx_fifo_rd_en),
        .wr_data(rx_fifo_wr_data),
        .rd_data(rx_fifo_rd_data),
        .full(rx_fifo_full),
        .empty(rx_fifo_empty)
    );
    sync_fifo #(
        .DATA_WIDTH(16),
        .DEPTH(16)
    ) tx_fifo (
        .clk(clk),
        .reset_n(rst_n),
        .wr_en(tx_fifo_wr_en),
        .rd_en(tx_fifo_rd_en),
        .wr_data(tx_fifo_wr_data),
        .rd_data(tx_fifo_rd_data),
        .full(tx_fifo_full),
        .empty(tx_fifo_empty)
    );
    always @(*) begin
        if (fifo_en) begin
            rx_ready = !rx_fifo_full;
            rx_valid_axi = !rx_fifo_empty;
            rx_data_axi = {16'b0,rx_fifo_rd_data};
            rx_fifo_wr_data = {4'b0, rx_error, rx_data};
        end else begin
            rx_ready = rx_ready_axi;
            rx_valid_axi = rx_valid;
            rx_data_axi = {20'b0, rx_error, rx_data};
            rx_fifo_wr_data = 16'b0;
        end
    end
    always @(posedge clk or negedge rst_n) begin
        if (!rst_n) begin
            rx_fifo_rd_en <= 1'b0;
            rx_fifo_wr_en <= 1'b0;
        end
        else if (fifo_en) begin
            rx_fifo_wr_en <= rx_valid & rx_ready & rx_done;
            rx_fifo_rd_en <= rx_ready_axi & rx_valid_axi;
        end 
        else begin
            rx_fifo_rd_en <= 1'b0;
            rx_fifo_wr_en <= 1'b0;
        end
    end
    always @(*) begin
        if (fifo_en) begin
            tx_ready_axi = !tx_fifo_empty;
            tx_data = tx_fifo_rd_data[8:0];
            tx_valid = !tx_fifo_full;
            tx_fifo_wr_data = tx_data_axi[15:0];
            tx_start = !tx_fifo_empty & tx_idle;
        end else begin
            tx_ready_axi = tx_ready;
            tx_start = start & tx_idle;
            tx_data = tx_data_axi[8:0];
            tx_valid = tx_valid_axi & tx_ready;
            tx_fifo_wr_data = 16'b0;
        end
    end
    always @(posedge clk or negedge rst_n) begin
        if (!rst_n) begin
            tx_fifo_rd_en <= 1'b0;
            tx_fifo_wr_en <= 1'b0;
        end
        else if (fifo_en) begin
            tx_fifo_rd_en <= tx_ready & !tx_fifo_empty & tx_idle;
            tx_fifo_wr_en <= tx_valid_axi & tx_ready_axi;
        end 
        else begin
            tx_fifo_rd_en <= 1'b0;
            tx_fifo_wr_en <= 1'b0;
        end
    end
endmodule
`timescale 1ns / 1ps
module sync_fifo #(
    parameter DATA_WIDTH=16,
    parameter DEPTH=16
    )
    (
    input   wire    clk, reset_n,
    input   wire    wr_en, rd_en,
    input   wire    [DATA_WIDTH-1:0] wr_data, 
    output  reg     [DATA_WIDTH-1:0] rd_data,
    output  wire    full, empty
);
reg [DATA_WIDTH-1:0] array [0:DEPTH-1];
reg [$clog2(DEPTH):0] wr_ptr,rd_ptr;
always @(posedge clk or negedge reset_n) begin
    if (!reset_n) begin
        wr_ptr <= 'd0;
    end
    else if (wr_en && !full) begin
        array[wr_ptr[$clog2(DEPTH)-1:0]] <= wr_data;
        wr_ptr <= wr_ptr + 1'b1;
    end
end
always @(posedge clk or negedge reset_n) begin
    if (!reset_n) begin
        rd_ptr <= 'd0;
        rd_data <= 'd0;
    end
    else if (rd_en && !empty) begin
        rd_data <= array[rd_ptr[$clog2(DEPTH)-1:0]];
        rd_ptr <= rd_ptr + 1;
    end
    else begin
        rd_data <= rd_data;
    end
end
assign full = (wr_ptr - rd_ptr == DEPTH);
assign empty = (wr_ptr == rd_ptr);
endmodule
--- design/flow/constraint.sdc ---
current_design controller

set clk_period 3.9
set clk_io_pct 0.2

create_clock -name clk0 -period $clk_period [get_ports {clk}]

set non_clock_inputs [all_inputs -no_clocks]
set_input_delay [expr $clk_period * $clk_io_pct] -clock clk0 $non_clock_inputs
set_output_delay [expr $clk_period * $clk_io_pct] -clock clk0 [all_outputs]
--- design/flow/run.sh ---
#!/bin/bash
# OpenROAD 26Q1-2900-gdf79404cd8, Yosys 0.63+post, stock flow scripts
make -C /OpenROAD-flow-scripts/flow DESIGN_CONFIG=/design/flow/config.mk WORK_HOME=/design/flow/orfs finish
==> flow_summary.toml <==
# generated from flow reports
[synthesis]
netlist_top_cells_area = "edfxtp_1 63%, dfrtp_1 7.1%, mux2_2 2.5%"
synthArstFlopShare = 0.118
fa_ha_area_frac = 0.0205
mux_share = 0.0378
syn-cell-area_sq_mm = 0.0159
ys_ff = 381
yosys.cell_types.count = 67
synth-edff-count = 336
yosys.area.top_type = "edfxtp_1"
ys_cells = 1074
ys_area_sq_mm = 0.0159
ys_sh_simple = 0.0726
synth-compound-area-share = 0.117
top_logic_kind = "AND-OR/OR-AND gates"
ys.flop_type = "edfxtp_1"
synth_warnings = 3
synth.avg_cell_area_sq_um = 14.8
ys_sh_xor = 0.00991
yosysTopAreaCellShare = 0.634
syn_inst = 1074
ys_seq_frac = 0.705

[sta]
worst_slew_pin_slew_ns = 0.857
tns_ns = 0
setup_violations = 0
max_freq_ghz = 0.269
final.min_clock_period_ns = 3.71
finalMaxSlewViolations = 0
maxSlewHeadroom = 0.428
final_hold_viol_count = 0
rsz0062_at_grt = "false"
skew_ns = 0.0140
final.period_utilization = 0.952

[final_layout]
final-comb-area_sq_mm = 0.00429
layout_top_cell = "edfxtp_1"
mostFrequentLayoutCells = "336 x edfxtp_1, 60 x buf_4, 58 x clkdlybuf4s50_1, 56 x nand2_1, 46 x a21oi_1"
area_growth_pct = 17.0
drive_above_1_share = 0.152
flop_area_sq_mm = 0.0112
fillers = 3282

[global_routing]
antenna_found_initial = 0
grt_pass1_vias = 9959
grt_pass1_wl_um = 60800
grt_max_degree = 57
overflow = 0
grtUsageTotal = 0.217

[route]
antenna-diode-count = 0
first_pass_iters = 5
drt_iter0_markers = 585
routedWlPerCell_um = 23.3
viasPerCell = 5.61
drt-total-wl_um = 40000
vias = 9618
post-route-drc-count = 0
antenna_left = 0

[power_and_ir_drop]
power_switching_uw = 3160
p_seq_frac = 0.431
internal_power_uw = 7670
pwr-share-comb = 0.226
power_uw = 10800
ir_worst_vdd_v = 0.000278
clock_power_share = 0.342
leakage_uw = 0.00612
switching_share = 0.291
powerDensity_mw_per_mm2 = 582

[setup_path]
reg2reg_to = "rx_fifo.rd_data[0]"
crit_path_start_kind = "flop"
reg2reg_from = "rx_fifo.rd_ptr[0]"
slowest_stage = "dfrtp_1"
rr_worst_depth = 7
worstPathRequired_ns = 3.12
cp_max_fo = 10
r2r_slack_ns = 0.82
critical_path_arrival_ns = 2.93
max_stage_delay_ns = 0.58
critical_path_class = "reg -> out"
path_cells = "ha_1, a21oi_1, nand3_1, a311o_1, nand2_1, o21ai_0, clkdlybuf4s50_1"
end_kind = "primary output"

[die]
die_h_um = 201
pin_count = 104
die-width_um = 201
core_sq_mm = 0.0389
rows = 72
fp_util = 0.409
die-area_sq_mm = 0.0406

[cts]
cts_max_path_buffers = 3
cts_hold_buffers = 0
clock_sinks = 381
cts_htree_levels = 2
path_clk_slew_ns = 0.06
clock_latency_ns = 0.54
cts_made_buffers = 40
post-cts-setup-buffer-count = 0
post_cts_resized = 0
cts_tree = "done"
cts_root_buf = "clkbuf_16"

[placement]
hpwlAfterDp_um = 23200
io_buffer_count = 60
place.gp.congestion = 0.836

[min_path]
hold_class = "in -> async"

[flow_run]
tool_warnings = 60
maxCapViolations = 0

[run_status]
outcome = "finished, final reports clean"
-- cells in the mapped netlist (7+ instances only) --
master,instances
a211oi_1,7
nor2b_1,8
nand2_1,56
buf_4,21
or3_1,7
buf_1,11
a22oi_1,40
edfxtp_1,336
mux2i_1,14
nor4_1,9
ha_1,26
nand3_1,24
a222oi_1,20
dfrtp_1,45
a22o_1,13
mux2_2,35
nor2_1,24
nor3_1,25
and3_1,10
a221oi_1,33
a21oi_1,46
xnor2_1,15
a31oi_1,9
inv_1,26
o21ai_0,45
clkbuf_1,30
nor4b_1,8
and2_1,26
buf_2,26
-- worst max-delay path by stage --
stage,startpoint,end,slack (ns),cells after the start
after CTS,tx_fifo.rd_ptr[3],tx_valid,0.11,8
after global routing,tx_fifo.wr_ptr[2],tx_valid,0.04,7
final,tx_fifo.wr_ptr[2],tx_valid,0.19,7
-- logic make-up (layout without fill, tap and decap cells) --
family / Yosys count / after routing
mux: 53 / 53
other cells: 1 / 20
buf+inv: 118 / 222
simple gates: 219 / 219
xor+xnor: 18 / 18
flops: 381 / 381
fa+ha+maj: 26 / 26
compound gates: 258 / 258
-- critical path, delay by kind of cell, from the launching register on --
family	cells	cell delay, ns
flops	1	0.58
compound gates	3	0.83
fa+ha+maj	1	0.36
buf+inv	1	0.42
simple gates	2	0.22
-- through the flow --
step | instance area (sq um) | util | worst slack, ns | hold slack (ns) | instances
finish | 18600 | 0.478 | 0.189 | 0.249 | 1715
global placement | 17300 | 0.445 | 0.692 | 0.464 | 1641
floorplan | 16000 | - | 0.101 | 0.444 | 1093
global route | 18600 | 0.478 | 0.0443 | 0.276 | 1715
CTS | 18600 | 0.478 | 0.108 | 0.258 | 1715
detailed placement | 17300 | 0.445 | 0.679 | 0.463 | 1641
-- power by group through the flow --
| stage | Combinational (uW) | Sequential [uW] | Clock, uW |
|---|---|---|---|
| 5_1_grt | 2690 | 4690 | 3920 |
| 6_report | 2450 | 4670 | 3710 |
| 4_1_cts | 2460 | 4670 | 3760 |
-- cell type report --
cell class,instances,share of cell area
clock buffer,51,0.0560
clock inverter,23,0.0128
inverter,27,0.00558
multi-input combinational,594,0.231
sequential,381,0.603
tap,518,0.0348
timing repair buffer,121,0.0570
-- routing by layer --
layer  wire length (um)  vias to the layer above  track usage
met3               4130                       57       0.0994
met4                748                        0       0.0379
met2              20200                      445        0.351
met5                  0                        -      0.00595
met1              14900                     4717        0.283
li1                   -                     4399            -
-- sequential cells by signal, summed over array words and instances (netlist names) --
name / count
rx_fifo_wr_en: 1
rx_fifo_rd_en: 1
tx_fifo.wr_ptr: 5
tx_fifo.array: 144
tx_fifo.rd_ptr: 5
rx_fifo.wr_ptr: 5
rx_fifo.array: 192
rx_fifo.rd_data: 12
tx_fifo_wr_en: 1
rx_fifo.rd_ptr: 5
tx_fifo.rd_data: 9
tx_fifo_rd_en: 1
Power is estimated from default activity; no workload was simulated.
